$ cat /design/flow/constraint.sdc
current_design id_ex_dregs

set clk_period 1.0
set clk_io_pct 0.2

create_clock -name clk0 -period $clk_period [get_ports {clk}]

set non_clock_inputs [all_inputs -no_clocks]
set_input_delay [expr $clk_period * $clk_io_pct] -clock clk0 $non_clock_inputs
set_output_delay [expr $clk_period * $clk_io_pct] -clock clk0 [all_outputs]
$ cat /design/flow/design.v
module id_ex_dregs (clk, data_in, data_out);
	input			clk;
	input [259:0]		data_in;
	output reg[259:0]	data_out;
	always @(posedge clk) begin
		data_out <= data_in;
	end
endmodule
module ex_mem_dregs (clk, data_in, data_out);
	input			clk;
	input [257:0]		data_in;
	output reg[257:0]	data_out;
	always @(posedge clk) begin
		data_out <= data_in;
	end
endmodule
$ cat /design/flow/run.sh
#!/bin/bash
# OpenROAD 26Q1-2900-gdf79404cd8, Yosys 0.63+post, stock flow scripts
make -C /OpenROAD-flow-scripts/flow DESIGN_CONFIG=/design/flow/config.mk WORK_HOME=/design/flow/orfs finish
$ cat /design/flow/config.mk
export PLATFORM = sky130hd
export DESIGN_NAME = id_ex_dregs
export DESIGN_NICKNAME = id_ex_dregs
export VERILOG_FILES = /design/flow/design.v
export SDC_FILE = /design/flow/constraint.sdc
export NUM_CORES = 4
export LEC_CHECK = 1
export CORE_AREA = 10 10 239 239
export DIE_AREA = 0 0 249 249
==> flow_summary.json <==
{
  "status": "complete, but fails checks",
  "violations": "negative setup slack",
  "min_period_ps": 1190,
  "vias": 4054,
  "ys_cells": 260,
  "dpl.hpwl_mm": 19.9,
  "logic_gate_count": 0,
  "slew_headroom_pct": 87.3,
  "avgSynthCellArea_um2": 20.0,
  "fin_ws_ps": -193,
  "numPlacedInstances": 1462,
  "vdd.ir_drop.worst_uv": 1420,
  "cts_buffer_depth": 3,
  "track_usage_pct": 7.49,
  "drc": 0,
  "combGateArea_um2": 0,
  "grt_start_max_net_pins": 14,
  "netlist_area_mm2": 0.00520,
  "clock-root-buffer": "clkbuf_16",
  "cap_violations": 0,
  "hold_slack_ps": 78.1,
  "wl_per_cell_um": 16.1,
  "start_kind": "register",
  "lay_top_count": "clkdlybuf4s50_1",
  "hold_viol_final": 0,
  "synth-area-yosys_mm2": 0.00520,
  "drt-initial-drc-count": 72,
  "ios": 521,
  "warnings": 27,
  "cp_max_fo": 1,
  "tightest_slew_ps": 190,
  "worst-setup-path-type": "reg -> out",
  "clk_pin_slew_worst_paths_ps": 60,
  "wl_mm": 24.2,
  "final_cells": 1506,
  "numCtsBuffers": 28,
  "hold_path.class": "in -> reg",
  "simple_gate_share_pct": 0,
  "htreeDepth": 1,
  "top_cell_area_share_pct": 100,
  "cts_tree": "built",
  "synth_cell_type_count": 1,
  "path_delay_family": "flip-flops",
  "ys_seq_share_pct": 100,
  "rsz0062_at_grt": "true",
  "period_used_pct": 119,
  "slowest_stage": "dfxtp_2",
  "grt_pass1_vias": 4402,
  "crit_buf_inv": 1,
  "final_cell_mix": "clkdlybuf4s50_1 (260), buf_2 (246), dfxtp_1 (209), dfxtp_2 (51), clkbuf_16 (29)",
  "cp.arrival_ps": 990,
  "power_density_mw_per_mm2": 2050,
  "synth-xor-area-share_pct": 0,
  "syn_inst": 260,
  "holdCritStartpoint": "data_in[22]",
  "slew_violations": 0,
  "grt_first_pass_wirelength_mm": 34.0,
  "crit_path_end": "data_out[18]",
  "die-area_mm2": 0.0620,
  "fp_util_pct": 10.1,
  "worstSetupEndpointType": "primary output",
  "power.total_w": 0.0226,
  "synth_warnings": 1,
  "worst_ep_required_time_ps": 800,
  "drive_gt1_share_pct": 42.7,
  "rows": 83,
  "dr.pass1.iters": 3,
  "antenna-diode-count": 0,
  "fa_ha_area_share_pct": 0,
  "topCellsByArea": "dfxtp_1 (100%)",
  "drtAntennaViolNets": 0,
  "largest_register_ffs": 260,
  "cts_setup_buffers": 0,
  "fp.dieH_um": 249,
  "num-fill-cells": 5561,
  "die_w_um": 249,
  "synth_flops": 260,
  "io_buffer_count": 520,
  "ys_sh_aoi_pct": 0,
  "top_register": "data_out",
  "crit_path_cell_trace": "buf_6",
  "fmax_mhz": 838,
  "top_regs": "data_out: 260 flops",
  "synth_area_leader_cell": "dfxtp_1",
  "place_congestion": 0.839,
  "areaGrowthSynthToFinish_pct": 111,
  "setup_viol": 260,
  "drt-vias-per-instance": 2.69,
  "ys_sh_mux_pct": 0,
  "pre_cts_ws_ps": -94.5,
  "core-area_mm2": 0.0516,
  "cp_num_cells": 1,
  "p_leak_nw": 4.71,
  "startpoint": "data_out[18]$_DFF_P_",
  "cts_sinks": 260,
  "grt_overflow_total": 0,
  "slowest_delay_ps": 320,
  "antenna_found_initial": 1
}
[metal layers]
metal	track usage [%]	share of wire [%]	vias up
li1	-	-	1905
met4	1.79	2.8	2
met2	12.6	48	342
met5	0	0.054	-
met3	4.74	15	31
met1	7.67	35	1774
[where the power goes]
group	switching (W)	leakage [nW]	internal, W	total [W]
clock network	0.00398	0.436	0.00594	0.00992
logic	0.000340	2.08	0.00126	0.00160
registers	0.000124	2.19	0.0109	0.0111
total	0.00444	4.71	0.0181	0.0226
[how the worst min path moves through the flow]
stage	end	slack (ps)	cells past startpoint
after CTS	data_out[22]$_DFF_P_	30	1
after global routing	data_out[131]$_DFF_P_	40	1
final	data_out[22]$_DFF_P_	80	1
[final cells by class]
class                   instances  area [um2]  share of cell area [%]
flip-flops and latches        260        5270                    47.9
repair buffers                522        4000                    36.4
well taps                     680         851                    7.74
clock buffers                  36         782                    7.11
clock inverters                 8        93.8                   0.853
[kinds of logic (layout without fill, tap and decap cells)]
group / Yosys count / after routing
DFF: 260 / 260
buffers and inverters: 0 / 566
[stage by stage]
step	util [%]	instance area, um2	setup TNS (ps)
2_1_floorplan	-	5200	0
3_3_place_gp	21.8	11300	-534
3_5_place_dp	21.8	11300	-549
4_1_cts	21.2	10900	-52520
5_1_grt	21.3	11000	-54270
6_report	21.3	11000	-39270
[what timing repair did]
| action | CTS | global route |
|---|---|---|
| hold buffers | 0 | 0 |
| gates resized | 887 | 20 |
| endpoints found under the setup margin | 260 | 260 |
[synthesized netlist by cell type]
cell and n:
dfxtp_1 260
Power is estimated from default activity; no workload was simulated.
