**./design.v**
```verilog
module distribution_unit(
		input clk,
		input DUCtrl,
		input[31:0] rs1,
		input[255:0] DU_input,
		output reg[255:0] DU_result,
		output reg du_clk_stall,
		input [7:0] byte_in,
		output reg readssr_req,
		output reg byte_received_ack,
		input byte_ready
	);
	parameter IDLE = 0;
	parameter REQ_READSSR = 1;
	parameter READ_BYTE = 2;
	parameter ACK_BYTE_RECEIVED = 3;
	parameter INCREMENT_INDEX = 4;
	parameter CREATE_DISTRIBUTION = 5;
	parameter DATA_OUT = 6;
	integer index = 0;
	integer state = 0;
	reg[7:0] buffer[0:39];
	reg[255:0] dist_buffer;
	always @(posedge clk) begin
		case (state)
			IDLE: begin
				index <= 0;
				readssr_req <= 1'b0;
				byte_received_ack <= 1'b0;
				du_clk_stall <= 1'b0;
				if(DUCtrl) begin
					du_clk_stall <= 1'b1;
					state <= REQ_READSSR;
				end
			end
			REQ_READSSR: begin
				readssr_req <= 1'b1;
				if(byte_ready) begin
					state <= READ_BYTE;
				end
			end
			READ_BYTE: begin
				buffer[index] <= byte_in;
				state <= ACK_BYTE_RECEIVED;
			end
			ACK_BYTE_RECEIVED: begin
				byte_received_ack <= 1'b1;
				if(!byte_ready) begin
					byte_received_ack <= 1'b0;
					state <= INCREMENT_INDEX;
				end
			end
			INCREMENT_INDEX: begin
				byte_received_ack <= 1'b0;
				index <= index + 1;
				if(index == 39) begin  
					readssr_req <= 1'b0;
					state <= CREATE_DISTRIBUTION;
				end else begin
					state <= REQ_READSSR;
				end
			end
			CREATE_DISTRIBUTION: begin
				readssr_req <= 1'b0;
				dist_buffer <= {8'b0, buffer[1], 240'b0};
				state <= DATA_OUT;
			end
			DATA_OUT: begin
				DU_result <= dist_buffer;
				du_clk_stall <= 1'b0;
				readssr_req <= 1'b0;
				state <= IDLE;
			end
			default: begin
				state <= IDLE;
			end
		endcase
	end
endmodule
```
**./run.sh**
```bash
#!/bin/bash
# OpenROAD 26Q1-2900-gdf79404cd8, Yosys 0.63+post, stock flow scripts
make -C /OpenROAD-flow-scripts/flow DESIGN_CONFIG=/design/flow/config.mk WORK_HOME=/design/flow/orfs finish
```
**./config.mk**
```make
export PLATFORM = sky130hd
export DESIGN_NAME = distribution_unit
export DESIGN_NICKNAME = distribution_unit
export VERILOG_FILES = /design/flow/design.v
export SDC_FILE = /design/flow/constraint.sdc
export NUM_CORES = 4
export LEC_CHECK = 1
export CORE_AREA = 10 10 220 220
export DIE_AREA = 0 0 230 230
```
**./constraint.sdc**
```tcl
current_design distribution_unit

set clk_period 6.5
set clk_io_pct 0.2

create_clock -name clk0 -period $clk_period [get_ports {clk}]

set non_clock_inputs [all_inputs -no_clocks]
set_input_delay [expr $clk_period * $clk_io_pct] -clock clk0 $non_clock_inputs
set_output_delay [expr $clk_period * $clk_io_pct] -clock clk0 [all_outputs]
```
==> impl_metrics.ini <==
; physical design summary
[cts]
h-tree-depth = 3
cts_inserted_buffers = 9
holdBufCountCts = 0
post_cts_buffers = 0
cts_resized = 0
insertion_delay_ns = 0.32
cts_sinks = 62
clock_tree.root_cell = clkbuf_16
clkTransAtPathRegs_ns = 0.06
clock_path_buffers = 2
cts_tree = yes

[pwr]
ir_drop_mv = 0.131
power_density_mw_per_mm2 = 305
total_leakage_power_uw = 0.00194
fin_total_pwr_uw = 1560

[route]
wire_per_inst_um = 8.39
viasPerCell = 2.55
vias = 2813
wirelength_mm = 9.27
final_antenna_net_count = 0
diodes = 0
drt_pass1_iterations = 4
drc_errors = 0
drt_iter0_drc = 109

[floorplan]
initCoreUtil_pct = 11.1
row_count = 76
fp.dieH_um = 230
boundaryPins = 558
die_w_um = 230
chip_area_mm2 = 0.0529
core_area_mm2 = 0.0434

[timing]
post-route-min-period_ns = 2.77
fin_tns_setup_ns = 0
clock_skew_ns = 0.00750
setup_violations = 0
finalHoldViolCount = 0
fmax_ghz = 0.361
worst_pin_slew_ns = 0.621
slew_violations = 0
slew_headroom_pct = 58.5
fin_crit_sh_pct = 42.6
grt_setup_unrepaired = false

[synth]
top_cell_area_share_pct = 38.7
ys_types = 40
synth_area_per_cell_um2 = 9.77
largest_area_cell = buf_4
ys_ff = 62
ys_area_mm2 = 0.00483
area_leaders = buf_4 (39%), edfxtp_1 (39%), or4_1 (2.3%)
syn_inst = 494
syn_area_mm2 = 0.00483
ys_cells = 494
ys_seq_share_pct = 38.6
yosysWarnings = 1

[grt]
grt_pass1_vias = 3239
grt_first_pass_wirelength_mm = 14.1
grt_overflow_total = 0
grt_max_degree = 35
grt.total_usage_pct = 3.07
antenna_found_initial = 0

[status]
status = complete, no violations

[worst_setup_path]
slowest_delay_ns = 0.85
endpoint_kind = flip-flop
crit_type = reg -> reg
cp_max_fo = 13
critPathRequiredTime_ns = 6.56
crit_chain = ha_1 > nand4_1 > or4_1 > o311ai_0 > o41ai_1
start_kind = flip-flop
cp.arrival_ns = 2.83
slowest_stage = or4_1

[final_layout]
drive_gt1_share_pct = 4.81
area_delta_synth_final_pct = 5.86
final_util_pct = 11.8
instances_no_fill = 1105

[placed_design]
place_inst = 1089
gp_congestion = 0.777
io_buffers = 21
place_hpwl_mm = 7.11

[job]
drv.max_cap_violation_count = 0
warnings = 313

[min_path]
hp-class = reg -> reg
## per-layer routing
layer / up-vias / track usage (%) / routed length, um
met3: 14 / 1.94 / 1380
li1: 1262 / - / -
met2: 268 / 4.40 / 3590
met4: 0 / 0.596 / 140
met5: - / 0 / 0
met1: 1269 / 3.85 / 4160
## metrics by stage
| stage | hold WS [ns] | worst slack (ns) | cell area (um2) |
|---|---|---|---|
| 6_report | 0.415 | 3.73 | 5110 |
| 3_5_place_dp | 0.405 | 3.76 | 4810 |
| 3_3_place_gp | 0.402 | 3.78 | 4810 |
| 2_1_floorplan | 0.400 | 3.35 | 5750 |
| 4_1_cts | 0.417 | 3.75 | 5110 |
| 5_1_grt | 0.420 | 3.55 | 5110 |
## power by group
part / internal (uW) / switching [uW]
logic: 136 / 190
clock network: 297 / 169
registers: 619 / 149
## path summary, 6_finish.rpt
kind | startpoint | to | slack, ns | cells past startpoint
setup / recovery | index[0]$_SDFFCE_PN0P_ | index[30]$_SDFFCE_PN0P_ | 3.73 | 5
hold / removal | dist_buffer[246]$_DFFE_PP_ | DU_result[246]$_DFFE_PP_ | 0.42 | 0
setup reg to reg | index[0]$_SDFFCE_PN0P_ | index[30]$_SDFFCE_PN0P_ | 3.73 | 5
hold reg to reg | dist_buffer[246]$_DFFE_PP_ | DU_result[246]$_DFFE_PP_ | 0.42 | 0
## critical path, delay by kind of cell, from the launching register on
family,cells,cell delay (ns)
flops,1,0.41
compound gates,2,0.48
simple gates,2,1.36
fa+ha+maj,1,0.27
## sequential cells by signal, summed over array words and instances, names as in the netlist
register	cells
dist_buffer	8
DU_result	8
state	3
byte_received_ack	1
buffer	8
du_clk_stall	1
index	32
readssr_req	1
## layout by cell type (no fill, tap or decap), types with 2 or more instances in the layout
| cell | instances |
|---|---|
| conb_1 | 248 |
| edfxtp_1 | 62 |
| clkdlybuf4s50_1 | 21 |
| nor2_1 | 16 |
| nand2_1 | 15 |
| or4_1 | 15 |
| a21oi_1 | 13 |
| nand4_1 | 12 |
| nand3_1 | 12 |
| nor4_1 | 10 |
| o31ai_1 | 9 |
| clkbuf_16 | 9 |
| xor2_1 | 6 |
| xnor2_1 | 6 |
| inv_1 | 5 |
| and3_1 | 5 |
| nor3_1 | 5 |
| buf_4 | 5 |
| o21ai_0 | 4 |
| and4_1 | 4 |
| or3_1 | 4 |
| o211ai_1 | 4 |
| nand2b_1 | 2 |
| a21o_1 | 2 |
| o31a_1 | 2 |
| o21a_1 | 2 |
| nor2b_1 | 2 |
| clkinvlp_4 | 2 |
| clkinv_2 | 2 |
## cells by family after synthesis
kind of cell	Yosys count	synth area share, %
flip-flops	62	38.6
AND-OR/OR-AND	39	5.31
XOR/XNOR	12	2.18
multiplexers	2	0.441
adder cells (fa/ha/maj)	2	0.467
buffers and inverters	268	40.3
other	1	0.0777
AND/OR/NAND/NOR	108	12.7
## cell usage after synthesis (all sizes together)
master / n
nor3b: 1
and3: 5
conb: 1
nand3: 12
ha: 1
o31ai: 9
o311ai: 1
xor2: 6
nand2: 15
o41ai: 1
nor2b: 2
a21o: 2
and4: 4
a211o: 1
o211ai: 4
or3: 4
o21ai: 4
o21a: 2
a21oi: 13
buf: 254
nor4: 10
edfxtp: 62
clkbuf: 9
mux2: 1
nor3: 5
inv: 5
nand2b: 2
maj3: 1
nor2: 17
or4: 15
xnor2: 6
or2: 1
nand4: 13
mux2i: 1
o31a: 2
and2: 1
nor4b: 1
## final cells by class
cell class	instances	area, um2
repair buffers	26	248
inverters	5	18.8
clock inverters	7	72.6
clock buffers	9	225
flip-flops and latches	62	1860
multi-input cells	411	1950
well taps	585	732
fillers	4907	38300
Power figures rest on the tool's default switching activity, not on a simulated workload.
