**run.sh**
```bash
#!/bin/bash
# OpenROAD 26Q1-2900-gdf79404cd8, Yosys 0.63+post, stock flow scripts
make -C /OpenROAD-flow-scripts/flow DESIGN_CONFIG=/design/flow/config.mk WORK_HOME=/design/flow/orfs finish
```
**config.mk**
```make
export PLATFORM = sky130hd
export DESIGN_NAME = distReg
export DESIGN_NICKNAME = distReg
export VERILOG_FILES = /design/flow/design.v
export SDC_FILE = /design/flow/constraint.sdc
export NUM_CORES = 4
export LEC_CHECK = 1
export CORE_UTILIZATION = 50
export SYNTH_MEMORY_MAX_BITS = 65536
```
**constraint.sdc**
```tcl
current_design distReg

set clk_period 41.0
set clk_io_pct 0.2

create_clock -name clk0 -period $clk_period [get_ports {clk}]

set non_clock_inputs [all_inputs -no_clocks]
set_input_delay [expr $clk_period * $clk_io_pct] -clock clk0 $non_clock_inputs
set_output_delay [expr $clk_period * $clk_io_pct] -clock clk0 [all_outputs]
```
**design.v**
```verilog
module distReg(clk, DRegWrite, wrAddr, wrData, rdAddr, rdData);
	input		clk;
	input		DRegWrite;
	input [4:0]	wrAddr;
	input [255:0]	wrData;
	input [4:0]	rdAddr;
	output [255:0]	rdData;
	reg [255:0]	regfile[31:0];
	reg [4:0]	rdAddr_buf;
	reg [255:0]	regDat;
	reg [4:0]	wrAddr_buf;
	reg [255:0]	wrData_buf;
	reg		DRegWrite_buf;
	always @(posedge clk) begin
		if (DRegWrite) begin
			regfile[wrAddr] <= wrData;
		end
		wrAddr_buf	<= wrAddr;
		DRegWrite_buf	<= DRegWrite;
		wrData_buf	<= wrData;
		rdAddr_buf	<= rdAddr;
		regDat		<= regfile[rdAddr];
	end
	assign	rdData = ((wrAddr_buf==rdAddr_buf) & DRegWrite_buf) ? wrData_buf : regDat;
endmodule
```
==> reports/notes.md <==
Status
- result of the run: finished, final reports clean

Yosys
- async set-or-reset flop fraction in the synthesized netlist: 0
- most frequently used flop master after synthesis: sky130_fd_sc_hd__edfxtp_1
- total number of yosys warnings: 1
- post-synthesis area per instance: 23.9 sq um
- dominant cell type by area after synthesis: sky130_fd_sc_hd__edfxtp_1
- Yosys reg bits: 8,715
- synth cell count leaders: sky130_fd_sc_hd__edfxtp_1, sky130_fd_sc_hd__mux4_2, sky130_fd_sc_hd__o22ai_1
- Gate Count Post-Synth: 13.4k
- main area contributors: sky130_fd_sc_hd__edfxtp_1, sky130_fd_sc_hd__mux4_2, sky130_fd_sc_hd__dfxtp_1, sky130_fd_sc_hd__o22ai_1, sky130_fd_sc_hd__mux2_2
- cell with the most instances after synthesis: sky130_fd_sc_hd__edfxtp_1
- yosys cell count: 13.4k
- combined area of all synthesized cells: 319,000 sq um
- post-synthesis sequential area ratio: 0.803
- number of flops mapped to enable cells by yosys: 8,192
- area fraction of the dominant cell type after synthesis: 0.770
- post-synthesis chip area from yosys: 319,000 sq um
- Unique masters post-synth: 33

Final timing
- pins over their slew limit: 0
- Worst Hold Margin: 0.684 ns
- total setup violations reported at the end of the flow: 0
- ratio of final minimum period to clock period: 0.332
- RSZ-0062 raised after global routing: no
- slew of the pin with the lowest slew margin: 1.24 ns
- highest attainable clock frequency: 73.4 MHz
- Clock Skews: 0.0400 ns
- time the worst path needs with I/O delays and setup: 13.63 ns
- headroom to the max-slew limit: 0.163
- final-report hold violation count: 0
- Total Neg Setup Slack: 0 ns

Worst hold path
- classification of the worst-slack hold path: register to register
- start point of the worst hold path: regfile[26][135]

Pwr
- power density normalized to cell area: 51.0 nW/um^2
- leakage power: 0.115 uW
- peak ir drop on the vdd network: 54.9 uV
- Pwr Total: 18,600 uW

Place
- DP HPWL: 462 mm
- quantity of I/O buffers inserted on ports: 523
- placed standard-cell area: 337,000 sq um
- Inst Count DP: 22.4k
- Final Wtd Congestion: 0.824

Worst setup path
- Worst EP arrival: 5.43 ns
- dominant cell type by count on the critical path: sky130_fd_sc_hd__buf_4
- startpoint of the most critical register-to-register path: regfile[22][248]
- slowest stage cell, crit path: sky130_fd_sc_hd__dfxtp_1
- type of destination of the critical path: primary output
- kind of critical path: register to primary output
- critical path launch point type: register
- Critical Path Fanout Max: 41
- critical path required time: 32.80 ns
- worst stage delay on the critical path: 0.68 ns
- launching element of the worst setup path: rdAddr_buf[3]
- Critical Path, Cell by Cell: xor2_1 > nor4_1 > and3_4 > buf_4 > buf_4 > buf_4 > mux2_2 > clkdlybuf4s50_1

Job
- max capacitance violation total: 0
- stage-log warning count: 33

Clock tree
- clock buffers created by TritonCTS: 848
- TritonCTS clock tree: done
- setup fix buffers added after clock tree synthesis: 0
- maximum buffer depth of the clock tree: 4
- Clk Tree Root Cell: sky130_fd_sc_hd__clkbuf_16
- CTS HTree Levels: 6
- clock-pin slew of the registers on the worst-case setup and hold paths: 0.06 ns
- post-cts gate resize count: 0
- clock latency at the later pin of the worst-skew pair: 1.17 ns
- Sinks on Clock Net: 8,715
- hold bufs inserted after CTS: 0

Layout
- final cell count without fillers: 24.0k
- share of cells above drive strength 1: 0.276
- growth of design area from synthesis to finish: 14.4%
- finished layout cell area: 365,000 sq um

Drt
- number of iterations in the first detailed-routing pass: 8
- DR vias/cell: 6.28
- WL per Instance: 35.7 um
- Vias: 151k
- 1st-iter DRT viols: 9,836
- post-detailed-route DRC marker count: 0
- Routed WL: 857 mm
- antenna-violating nets left: 0

Floorplanning
- chip area: 642,000 sq um
- Horiz. Die Dim: 801 um
- height of the chip: 801 um
- I/O pins: 524
- Initial Utilization: 0.502
- area inside the core boundary: 636,000 sq um
- standard-cell rows: 293

GRT
- overflow left after global routing: 0
- number of global-route vias before repair: 171k
- maximum number of pins on one net before global-route repair: 103
- global-route wire length before repair: 1220 mm
- initial antenna violation count: 34
- Overall Global Routing Usage: 0.304

-- worst max-delay path, delay by kind of cell (launching register included) --
kind	cells	cell delay, ns
xor+xnor	1	0.13
flops	1	0.68
mux	1	0.49
simple gates	2	0.53
buf+inv	4	2.25
-- final cells by class --
| cell class | instances | area, sq um |
|---|---|---|
| multi-input combinational | 3920 | 58400 |
| clock inverter | 433 | 4690 |
| tap | 8407 | 10500 |
| antenna | 29 | 72.6 |
| clock buffer | 1173 | 23500 |
| sequential | 8715 | 256000 |
| timing repair buffer | 1340 | 11700 |
| fill | 43960 | 271000 |
-- flip-flops by register name, indices dropped and copies added (netlist names) --
register and flops:
DRegWrite_buf 1, rdAddr_buf 5, regDat 256, regfile 8192
wrAddr_buf 5, wrData_buf 256
-- path summary, 6_finish.rpt --
| path | to | slack, ns | depth (start not counted) |
|---|---|---|---|
| max | rdData[169] | 27.37 | 8 |
| min | regDat[135] | 0.68 | 3 |
| max reg2reg | regDat[248] | 39.03 | 3 |
| min reg2reg | regDat[135] | 0.68 | 3 |
-- metrics by stage --
stage / util / setup slack (ns)
finish: 0.574 / 27.37
global route: 0.574 / 27.07
CTS: 0.574 / 27.28
detailed placement: 0.530 / 26.98
global placement: 0.530 / 27.07
floorplan: - / 20.65
-- power breakdown --
part           leakage (uW)  switching [uW]  internal [uW]
Combinational        0.0231             517            378
Sequential           0.0782            56.5           9880
Clock                0.0137            3290           4530
-- kinds of logic (layout without fill, tap and decap cells) --
kind of cell / count (synthesis) / after routing / synth area share
flip-flops: 8715 / 8715 / 0.803
multiplexers: 2436 / 2436 / 0.152
AND-OR/OR-AND: 1090 / 1090 / 0.0221
buffers and inverters: 734 / 2946 / 0.0149
AND/OR/NAND/NOR: 389 / 389 / 0.00709
XOR/XNOR: 5 / 5 / 0.000137
other: 0 / 29 / 0
-- routing by layer --
metal	share of wire	track usage	vias to the layer above
li1	-	-	60846
met1	0.28	0.353	75011
met2	0.46	0.422	13190
met3	0.22	0.286	1650
met4	0.034	0.0762	52
met5	0.0018	0.0222	-
-- layout by cell type, fill, tap and decap left out, drive strengths merged --
| cell | instances |
|---|---|
| and2 | 1 |
| and3 | 2 |
| nor3b | 1 |
| diode | 29 |
| or3 | 2 |
| buf | 819 |
| nand3 | 69 |
| and2b | 1 |
| xnor2 | 1 |
| clkbuf | 1173 |
| mux2i | 264 |
| dfxtp | 523 |
| clkinvlp | 32 |
| clkinv | 289 |
| nand2b | 1 |
| nand3b | 5 |
| o22ai | 892 |
| or2 | 2 |
| edfxtp | 8192 |
| bufinv | 82 |
| xor2 | 4 |
| nor4 | 224 |
| or3b | 4 |
| nand2 | 5 |
| a22oi | 198 |
| nand4 | 33 |
| mux4 | 1916 |
| nor2 | 37 |
| clkdlybuf4s50 | 521 |
| nor2b | 2 |
| mux2 | 256 |
| inv | 30 |
Power and IR drop assume default switching activity.
